===== flow/constraint.sdc =====
current_design part4

set clk_period 4.8
set clk_io_pct 0.2

create_clock -name clk0 -period $clk_period [get_ports {CLOCK_50}]

set non_clock_inputs [all_inputs -no_clocks]
set_input_delay [expr $clk_period * $clk_io_pct] -clock clk0 $non_clock_inputs
set_output_delay [expr $clk_period * $clk_io_pct] -clock clk0 [all_outputs]

===== flow/design.v =====
module fullspeed(CLOCK_50,pulse);
input CLOCK_50;
output pulse;
reg [25:0]counter;
always@(posedge CLOCK_50)
begin
if(pulse)
counter<=0;
else
counter<=counter+1'b1;
end
assign pulse=(counter==26'D1);
endmodule
module oneHz(CLOCK_50,pulse);
input CLOCK_50;
output pulse;
reg [25:0]counter;
always@(posedge CLOCK_50)
begin
if(pulse)
counter<=0;
else
counter<=counter+1'b1;
end
assign pulse=(counter==26'D49999999);
endmodule
module halfHz(CLOCK_50,pulse);
input CLOCK_50;
output pulse;
reg [26:0]counter;
always@(posedge CLOCK_50)
begin
if(pulse)
counter<=0;
else
counter<=counter+1'b1;
end
assign pulse=(counter==27'D99999999);
endmodule
module quarterHz(CLOCK_50,pulse);
input CLOCK_50;
output pulse;
reg [27:0]counter;
always@(posedge CLOCK_50)
begin
if(pulse)
counter<=0;
else
counter<=counter+1'b1;
end
assign pulse=(counter==28'D199999999);
endmodule
module bit3Tff(clk,Q);
input clk;
output [2:0]Q;
wire [2:0]A;
reg [2:0]counter;
always@(posedge clk)
begin
if(A)
counter<=0;
else
counter<=counter+1'b1;
end
assign A=(counter==3'b101);
assign Q=counter;
endmodule
module showDecimal0(a,hex);
input [2:0]a;
output reg [6:0]hex;
always@*
 case(a)
 3'b000: hex = 7'b0111000; 
 3'b001: hex = 7'b1111001; 
 3'b010: hex = 7'b1110111; 
 3'b011: hex = 7'b1110001; 
 3'b100: hex = 7'b1111101; 
 3'b101: hex = 7'b0000111; 
 default  hex = 7'b0000000;
 endcase
endmodule
module showDecimal1(a,hex);
input [2:0]a;
output reg [6:0]hex;
always@*
 case(a)
 3'b000: hex = 7'b1111001; 
 3'b001: hex = 7'b1110111; 
 3'b010: hex = 7'b1110001; 
 3'b011: hex = 7'b1111101; 
 3'b100: hex = 7'b0000111; 
 3'b101: hex = 7'b0111000; 
 default  hex = 7'b0000000;
 endcase
endmodule
module showDecimal2(a,hex);
input [2:0]a;
output reg [6:0]hex;
always@*
 case(a)
 3'b000: hex = 7'b1110111; 
 3'b001: hex = 7'b1110001; 
 3'b010: hex = 7'b1111101; 
 3'b011: hex = 7'b0000111; 
 3'b100: hex = 7'b0111000; 
 3'b101: hex = 7'b1111001; 
 default  hex = 7'b0000000;
 endcase
endmodule
module showDecimal3(a,hex);
input [2:0]a;
output reg [6:0]hex;
always@*
 case(a)
 3'b000: hex = 7'b1110001; 
 3'b001: hex = 7'b1111101; 
 3'b010: hex = 7'b0000111; 
 3'b011: hex = 7'b0111000; 
 3'b100: hex = 7'b1111001; 
 3'b101: hex = 7'b1110111; 
 default  hex = 7'b0000000;
 endcase
endmodule
module showDecimal4(a,hex);
input [2:0]a;
output reg [6:0]hex;
always@*
 case(a)
 3'b000: hex = 7'b1111101; 
 3'b001: hex = 7'b0000111; 
 3'b010: hex = 7'b0111000; 
 3'b011: hex = 7'b1111001; 
 3'b100: hex = 7'b1110111; 
 3'b101: hex = 7'b1110001; 
 default  hex = 7'b0000000;
 endcase
endmodule
module showDecimal5(a,hex);
input [2:0]a;
output reg [6:0]hex;
always@*
 case(a)
 3'b000: hex = 7'b0000111; 
 3'b001: hex = 7'b0111000; 
 3'b010: hex = 7'b1111001; 
 3'b011: hex = 7'b1110111; 
 3'b100: hex = 7'b1110001; 
 3'b101: hex = 7'b1111101; 
 default  hex = 7'b0000000;
 endcase
endmodule
module part4(SW,HEX0,HEX1,HEX2,HEX3,HEX4,HEX5,CLOCK_50);
input [1:0]SW;
input CLOCK_50;
output [6:0]HEX0,HEX1,HEX2,HEX3,HEX4,HEX5;
wire pulsefull,pulse1,pulsehalf,pulsequarter;
wire [2:0]Q;
wire [6:0]H0,H1,H2,H3,H4,H5;
fullspeed z1(CLOCK_50,pulsefull);
oneHz z2(CLOCK_50,pulse1);
halfHz z3(CLOCK_50,pulsehalf);
quarterHz z4(CLOCK_50,pulsequarter);
reg pulse;
always@(pulse1,pulsehalf,pulsequarter,SW[0],SW[1])
begin
if(~SW[1]&~SW[0])
pulse<=pulsefull;
else if(~SW[1]&SW[0])
pulse<=pulse1;
else if(SW[1]&~SW[0])
pulse<=pulsehalf;
else if(SW[1]&SW[0])
pulse<=pulsequarter;
end
bit3Tff u1(pulse,Q);
showDecimal0 y0(Q,H0[6:0]);
showDecimal1 y1(Q,H1[6:0]);
showDecimal2 y2(Q,H2[6:0]);
showDecimal3 y3(Q,H3[6:0]);
showDecimal4 y4(Q,H4[6:0]);
showDecimal5 y5(Q,H5[6:0]);
assign HEX0=~H0;
assign HEX1=~H1;
assign HEX2=~H2;
assign HEX3=~H3;
assign HEX4=~H4;
assign HEX5=~H5;
endmodule

===== flow/run.sh =====
#!/bin/bash
# OpenROAD 26Q1-2900-gdf79404cd8, Yosys 0.63+post, stock flow scripts
make -C /OpenROAD-flow-scripts/flow DESIGN_CONFIG=/design/flow/config.mk WORK_HOME=/design/flow/orfs finish

===== flow/config.mk =====
export PLATFORM = sky130hd
export DESIGN_NAME = part4
export DESIGN_NICKNAME = part4
export VERILOG_FILES = /design/flow/design.v
export SDC_FILE = /design/flow/constraint.sdc
export NUM_CORES = 4
export LEC_CHECK = 1
export CORE_UTILIZATION = 40

==> impl_metrics.py <==
# Flow results
metrics = {
    "drt": {
        "drt_pre_antenna_iters": 4,
        "number_of_nets_with_antenna_violations_after_detailed_routing": 0,
        "dr_total_vias": 4048,
        "vias_per_cell": 5.19,
        "drt_iter0_drc": 155,
        "num_antenna_cells": 0,
        "wl_per_cell_um": 12.0,
        "drc": 0,
        "postRouteWirelength_um": 9390,
    },
    "critical_path": {
        "slowest_stage_delay_on_critical_path_ps": 670,
        "worst-setup-path-type": "flop to flop",
        "critical_path_required_ps": 5010,
        "endpoint_kind": "flop",
        "crit_path_top_delay_cell": "or4_1",
        "critical_path.max_fanout": 12,
        "most_used_cell_cp": "or4_1",
        "path_delay_family": "simple AND/OR/NAND/NOR gates",
        "crit_buf_inv": 0,
        "startpoint_type": "flop",
        "cp.arrival_ps": 2450,
        "worstPathCellList": "or4_1 -> or4_1 -> nor3_4 -> nor2_1",
    },
    "global_route": {
        "grt_overflow": 0,
        "grt_pass1_vias": 3697,
        "grt_start_max_net_pins": 17,
        "number_of_antenna_violations_at_the_first_check_in_global_routing": 0,
        "grt_util_all_layers_pct": 15.3,
        "grt_pass1_wl_um": 16500,
    },
    "clock_tree": {
        "postCtsHoldBufs": 0,
        "clock_tree.htree_level_count": 3,
        "worst_skew_pair.late_latency_ps": 340,
        "tritoncts": "yes",
        "post-cts-setup-buffers": 0,
        "tritoncts.num_buffers": 9,
        "worst_setup_hold_path_clk_slew_ps": 60,
        "root_buffer": "clkbuf_16",
        "cts.repair.resized": 0,
        "clock_tree.buffer_depth": 2,
    },
    "layout": {
        "areaGrowthSynthToFinish_pct": 14.1,
        "dominant_logic_cell_type_in_the_layout": "dfxtp_1",
        "final_util_pct": 46.9,
        "mostFrequentLayoutCells": "dfxtp_1, nor2_1, xnor2_1",
        "layout.filler_cells": 1168,
        "drive_above_1_share_pct": 4.61,
    },
    "timing": {
        "rsz_0062_raised_after_global_routing": "false",
        "post-route-min-period_ps": 2240,
        "worst_pin_slew_ps": 765,
        "maxSlewViolCount": 0,
        "sum_neg_setup_slack_ps": 0,
        "timing.final.hold_violations": 0,
        "timing.final.ws_setup_ps": 2560,
        "layout_worst_path_cycle_share_pct": 46.6,
        "timing.slew.headroom_pct": 48.5,
        "setup_violations": 0,
        "register_pins_left_without_a_clock": 4,
        "worst_case_clock_skew_ps": 5.26,
        "fmax_ghz": 0.447,
        "unconstrained_endpoints": 46,
    },
    "hold_path": {
        "min_path_type": "flop to flop",
    },
    "power_and_ir_drop": {
        "static-leakage-power_uw": 0.00228,
        "clock_power_share_pct": 45.6,
        "irDropWorstVdd_mv": 0.139,
        "power_density_mw_per_mm2": 277,
        "comb_power_share_pct": 0.3,
        "power.share.switching_pct": 18.5,
        "seqPwrFrac_pct": 54.1,
        "cell_internal_pwr_uw": 1340,
        "switching_power_uw": 304,
    },
    "die": {
        "die_width_um": 116,
        "die_h_um": 116,
        "io_pins": 45,
        "chip_area_mm2": 0.0135,
        "floorplan.initialDensity_pct": 41.1,
        "design.core.area_mm2": 0.0127,
        "placementRows": 41,
    },
    "synth": {
        "mappedNetlistArea_mm2": 0.00520,
        "yosys_cells": 584,
        "synthCells": 584,
        "ys.flops": 111,
        "dominant_register_cell_in_the_synthesized_netlist": "dfxtp_1",
        "enable_flop_cells": 0,
        "post_synth_num_cell_types": 49,
        "ys_area_mm2": 0.00520,
        "postSynth.asyncResetShare_pct": 0,
        "netlist_top_cells_area": "dfxtp_1, xnor2_1, xor2_1, nand3_1, nor2_1",
        "ys.warnings.count": 12,
        "syn_avg_cell_area_um2": 8.91,
        "synth_largest_type_area_fraction_pct": 42.3,
        "yosys.area.top_type": "dfxtp_1",
    },
    "status": {
        "status": "completed",
    },
    "placement": {
        "placement.io_buffers": 44,
        "post-dp-hpwl_um": 6630,
        "placement.setup.worst_slack_ps": 2550,
        "place.gp.congestion": 0.834,
    },
    "flow_run": {
        "max_cap_violations": 0,
        "stage_log_warnings": 29,
    },
}
stage by stage:
stage	instances	power (uW)	hold WS [ps]	area [um2]
after floorplan	584	912	417	5200
after global placement	764	915	426	5630
after detailed placement	764	915	442	5630
after CTS	780	1670	451	5940
after global routing	780	1700	487	5940
final	780	1640	450	5940
routing by layer:
layer	vias up	global-route usage (%)	part of all wire, %
met5	-	0	0
met4	0	1.97	1.2
met3	8	2.08	4.2
met2	71	24.2	44
met1	1859	23.6	51
li1	2110	-	-
synthesized netlist by cell type (all sizes together) (2+ instances only):
| library cell | number |
|---|---|
| a21oi | 26 |
| and2 | 2 |
| and3 | 12 |
| and4 | 10 |
| and4b | 2 |
| buf | 26 |
| clkbuf | 12 |
| dfxtp | 110 |
| ha | 10 |
| inv | 20 |
| mux2i | 4 |
| nand2 | 33 |
| nand2b | 2 |
| nand3 | 46 |
| nand4 | 29 |
| nor2 | 49 |
| nor2b | 8 |
| nor3 | 18 |
| nor4 | 17 |
| nor4b | 4 |
| o21ai | 12 |
| o31ai | 15 |
| or2 | 2 |
| or3 | 11 |
| or3b | 2 |
| or4 | 18 |
| xnor2 | 46 |
| xor2 | 26 |
power groups by stage:
stage / registers [uW] / clock network (uW) / logic, uW
final: 890 / 750 / 4.72
after global routing: 889 / 808 / 5.22
after CTS: 889 / 773 / 4.81
path summary, 6_finish.rpt:
| path | cells after the start | from | slack (ps) | end |
|---|---|---|---|---|
| max | 4 | z3.counter[17] | 2560 | z3.counter[8] |
| min | 1 | z3.counter[0] | 450 | z3.counter[0] |
| max reg2reg | 4 | z3.counter[17] | 2560 | z3.counter[8] |
| min reg2reg | 1 | z3.counter[0] | 450 | z3.counter[0] |
flip-flops by register name, summed over array words and instances (netlist names):
| register | flops |
|---|---|
| pulse | 1 |
| u1.counter | 3 |
| z2.counter | 26 |
| z3.counter | 27 |
| z4.counter | 28 |
| z1.counter | 26 |
cell families (layout without fill, tap and decap cells):
logic type | Yosys count | count (layout) | share of synthesized area (%)
xor gates and xnor gates | 72 | 72 | 12.1
and+or+nand+nor | 266 | 266 | 28.7
other | 1 | 1 | 0.0720
AOI/OAI and AO/OA | 62 | 62 | 7.21
latches | 1 | 1 | 0.288
adders and majority gates | 10 | 10 | 2.40
muxes | 4 | 4 | 0.769
buffers and inverters | 58 | 82 | 6.18
DFF | 110 | 110 | 42.3
area by class of cell:
cell class              count  area [um2]  share of cell area, %
multi-input cells         415        2670                   44.9
flip-flops and latches    111        2220                   37.3
repair buffers             46         455                   7.67
clock buffers              15         278                   4.68
well taps                 172         215                   3.62
inverters                  20        75.1                   1.26
clock inverters             1        30.0                  0.506
No activity file was given, so power comes from the tool's default toggle rates.
