### ./constraint.sdc
current_design part3

set clk_period 5.8
set clk_io_pct 0.2

create_clock -name clk0 -period $clk_period [get_ports {CLOCK_50}]

set non_clock_inputs [all_inputs -no_clocks]
set_input_delay [expr $clk_period * $clk_io_pct] -clock clk0 $non_clock_inputs
set_output_delay [expr $clk_period * $clk_io_pct] -clock clk0 [all_outputs]
### ./design.v
module hexseg(data,H);
input [3:0]data;
output reg [6:0]H;
always@(*)
begin
case(data)
4'b0000:H=7'b1000000; 
4'b0001:H=7'b1111001;
4'b0010:H=7'b0100100;
4'b0011:H=7'b0110000;
4'b0100:H=7'b0011001;
4'b0101:H=7'b0010010;
4'b0110:H=7'b0000010;
4'b0111:H=7'b1111000;
4'b1000:H=7'b0000000;
4'b1001:H=7'b0010000;
4'b1010:H=7'b0001000;
4'b1011:H=7'b0000011;
4'b1100:H=7'b1000110;
4'b1101:H=7'b0100001;
4'b1110:H=7'b0000110;
4'b1111:H=7'b0001110;
default H=7'b1111111;
endcase
end
endmodule
module counter_26bit(S,K,Q);
input [1:0]S; 
input [1:0]K;
output reg [25:0]Q;
wire Enable,Clear;
assign Clock=K[0];
assign Enable=S[1];
assign Clear=S[0];
always@(negedge Clear,posedge Clock)
if(Clear==0)
Q<=0;
else if(Enable==1)
Q<=Q+1;
endmodule
module counter_27bit(S,K,Q);
input [1:0]S; 
input [1:0]K;
output reg [26:0]Q;
wire Enable,Clear;
assign Clock=K[0];
assign Enable=S[1];
assign Clear=S[0];
always@(negedge Clear,posedge Clock)
if(Clear==0)
Q<=0;
else if(Enable==1)
Q<=Q+1;
endmodule
module counter_28bit(S,K,Q);
input [1:0]S; 
input [1:0]K;
output reg [27:0]Q;
wire Enable,Clear;
assign Clock=K[0];
assign Enable=S[1];
assign Clear=S[0];
always@(negedge Clear,posedge Clock)
if(Clear==0)
Q<=0;
else if(Enable==1)
Q<=Q+1;
endmodule
module counter_4bit(E,S,K,Q);
input S,E;
input [1:0]K;
output reg [3:0]Q;
wire Enable,Clear;
assign Clock=K[0];
assign Enable=E;
assign Clear=S;
always@(negedge Clear,posedge Clock)
if(Clear==0)
Q<=0;
else if(Enable==1)
Q<=Q+1;
endmodule
module part3(SW,CLOCK_50,HEX0);
input [3:0]SW;
input CLOCK_50;
output [6:0]HEX0;
wire [80:0]Q;
wire [4:0]w;
wire [3:0]data;
counter_26bit c0(SW[3:2],CLOCK_50,Q[25:0]); 
counter_27bit c1(SW[3:2],CLOCK_50,Q[52:26]);
counter_28bit c2(SW[3:2],CLOCK_50,Q[80:53]);
assign w[0]=~SW[1]&~SW[0];
assign w[1]=~SW[1]&SW[0]&Q[25]&Q[24]&Q[23]&Q[22]&Q[21]&Q[20]
&Q[19]&Q[18]&Q[17]&Q[16]&Q[15]&Q[14]&Q[13]&Q[12]&Q[11]&Q[10]&Q[9]&Q[8]&Q[7]&Q[6]&Q[5]&Q[4]&Q[3]&Q[2]&Q[1]&Q[0];
assign w[2]=SW[1]&~SW[0]&Q[52]&Q[51]&Q[50]&Q[49]&Q[48]&Q[47]
&Q[46]&Q[45]&Q[44]&Q[43]&Q[42]&Q[41]&Q[40]&Q[39]&Q[38]&Q[37]&Q[36]&Q[35]&Q[34]&Q[33]&Q[32]&Q[31]&Q[30]
&Q[29]&Q[28]&Q[27]&Q[26];
assign w[3]=SW[1]&SW[0]&Q[80]&Q[79]&Q[78]&Q[77]&Q[76]&Q[75]
&Q[74]&Q[73]&Q[72]&Q[71]&Q[70]&Q[69]&Q[68]&Q[67]&Q[66]&Q[65]&Q[64]&Q[63]&Q[62]&Q[61]&Q[60]&Q[59]&Q[58]
&Q[57]&Q[56]&Q[55]&Q[54]&Q[53];
assign w[4]=w[3]|w[2]|w[1]|w[0];
counter_4bit c3(w[4],SW[2],CLOCK_50,data); 
hexseg h0(data,HEX0);
endmodule
### ./config.mk
export PLATFORM = sky130hd
export DESIGN_NAME = part3
export DESIGN_NICKNAME = part3
export VERILOG_FILES = /design/flow/design.v
export SDC_FILE = /design/flow/constraint.sdc
export NUM_CORES = 4
export LEC_CHECK = 1
export CORE_UTILIZATION = 50
### ./run.sh
#!/bin/bash
# OpenROAD 26Q1-2900-gdf79404cd8, Yosys 0.63+post, stock flow scripts
make -C /OpenROAD-flow-scripts/flow DESIGN_CONFIG=/design/flow/config.mk WORK_HOME=/design/flow/orfs finish
==> summary.txt <==
Flow results.

- The run finished with clean final reports.
- The total number of placement rows is 32.
- The antenna diode instance count is 0.
- The average size of a mapped cell is 10.8 um2.
- The cell area after technology mapping is 0.00401 mm2.
- The max-slew violation count is 0.
- The violation tally from detailed-route iteration zero is approximately 120.
- The multi-input combinational cells in the finished layout cover a total of 0.00182 mm2.
- The critical setup path kind is flop to output port.
- The detailed-route via count is around 2,600.
- The power density relative to cell area is ~360 mW/mm2.
- TritonCTS built the clock tree.
- Yosys mapped the design onto 35 distinct sky130hd cell types.
- The count of nets left with antenna violations after detail routing is 0.
- The transition time recorded at the tightest slew-check pin is approximately 0.70 ns.
- Summed over all nets, the switching power comes to 455 uW.
- STA puts the critical path data required time at approximately 4.6 ns.
- The layout-stage area growth over the synthesis result is 10.7%.
- For this design, the sink count on the clock tree is about 85.
- After synthesis, the share of flip-flops with an asynchronous set or reset is 100%.
- In this design, the largest share of critical-path delay is due to buffers and inverters.
- The number of top-level pins is 12.
- The number of setup violations in the final report is 0.
- The area of the core is 0.00773 mm2.
- The tree is rooted in a sky130_fd_sc_hd__clkbuf_8.
- The detailed-router iteration count before antenna repair is 4.
- Buffers added to address setup during post-CTS repair amount to 0.
- For reference, the clock transition at the flip-flops on the worst setup and hold paths is about 0.070 ns.
- The die outline area is between 0.008 and 0.009 mm2.
- Per the breakdown, switching nets consume ~29% of all power.
- The floorplan step records an initial core utilization of 51.9%.
- The die is 91.6 um tall.
- Note that the worst hold path type here is flop to flop.
- In this run the horizontal extent of the chip is 91.6 um.
- The worst vdd rail ir drop is 0.242 mV.
- At the later pin of the worst-skew pair, clock insertion delay measures 0.35 ns.
- The register area is 0.00213 mm2.
- The flow reports an fmax of ~290 MHz.
- The combinational fraction of design power is roughly 22%.
- The largest single stage delay on the critical path is ~0.48 ns.
- On the final layout, the worst clock skew is around 0.01 ns.
- The last weighted congestion value of the routability-driven placer is about 0.77.
- The sort of element at the end of the critical path is an output port.
- The clock period minus worst slack is 3.48 ns.
- The top flip-flop cell by instance count after synthesis is sky130_fd_sc_hd__dfrtp_1.
- The via count of the first global-routing pass was between 2,000 and 2,500.
- Per the synthesis report, the dominant area consumer among library cells is sky130_fd_sc_hd__dfrtp_1.
- The total global-route track usage is roughly 17%.
- Setup repair after global routing left no endpoint under its margin.
- The first global-routing pass estimated between 10 and 15 mm of wire.
- In this run the tools logged warnings totalling 30.
- The area reported by Yosys stat is 0.00401 mm2.
- The count of cells in the finished layout, fillers not included, comes to around 500.
- After layout, the worst path uses 60.1% of the clock period.
- The final layout report lists a filler cell count of 645.
- For this run, the register share of the synthesized area comes to between 50% and 60%.
- The share of final-layout standard cells stronger than drive strength 1 is about 7.3%.
- In this run, post-CTS repair resized a total of 0 instances.
- The total number of cells along the worst setup path is 6.
- The total leakage power is ~2.0 nW.
- The internal power of the cells is 1.13 mW.
- Adding up every negative setup slack in the final design gives 0 ns.
- The worst pin sits at a relative slew slack of a little over half.
- STA classifies the critical path startpoint as a flop.
- Port buffering added 11 buffers.
- The level count of the clock H-tree is 3.
- The flop and latch count out of synthesis is between 80 and 90.
- The number of DRC violations after detailed routing is 0.
- The number of clock buffers inserted by TritonCTS is 9.
- The number of cells on the worst hold path is 1.
- Dividing the detail-routed wire length by the instance count gives 12.8 um.
- The main area contributors are sky130_fd_sc_hd__dfrtp_1, sky130_fd_sc_hd__xnor2_1, sky130_fd_sc_hd__xor2_1.
- The hold violation count in the final report is 0.
- The overall routed net length is 6.39 mm.
- The gate count after technology mapping is approximately 370.
- The signal on the critical path passes through inv_1, ha_1, nor2b_1, or3b_2, o21ai_0, clkdlybuf4s50_1.
- Yosys mapped a number of flops with a built-in enable equal to 0.
- Per the synthesis report, the single largest cell type by area occupies between 50% and 60% of cell area.
- The clock passes through at most 2 buffers.
- The number of hold-repair buffers added at the cts stage is 0.
- The combined buffer and inverter count along the critical path is 2.
- The worst register-to-register path has a depth of 6.
- The number of maximum-capacitance constraint violations is 0.
- Entering global routing, the biggest net connects 58 pins.
- In this run, the clock network consumes ~28% of the power.
- The data arrival time at the worst-slack endpoint is between 2 and 2.5 ns.
- The half-perimeter wire length after placement is between 4 and 5 mm.
- The Yosys step of the flow raised 13 warnings.
- The count of placed standard cells including taps is 481.
- The part of the power in registers is approximately 50%.
- Using the TritonRoute via totals, the vias-per-cell ratio works out to 5.13.
- The initial antenna violation count came to 0.
- The critical path's slowest cell is sky130_fd_sc_hd__clkdlybuf4s50_1.
- The post-synthesis cell count from yosys is ~370.
- In this run the worst path has a maximum fanout of 7.
- The total global routing overflow is 0.
## cell type report
class	instances	area share, %
clock inverters	3	0.958
flip-flops and latches	85	47.9
inverters	12	1.01
clock buffers	13	3.80
well taps	102	2.87
multi-input cells	270	40.9
repair buffers	12	2.59
## path summary, 6_finish.rpt
path / start / endpoint / slack, ns
setup reg to reg: c1.Q[0] / c1.Q[20] / 3.99
hold reg to reg: c0.Q[24] / c0.Q[24] / 0.46
min in group asynchronous: SW[2] / c2.Q[17] / 0.71
max in group asynchronous: SW[2] / c1.Q[11] / 4.05
setup / recovery: c3.Q[1] / HEX0[0] / 2.32
hold / removal: c0.Q[24] / c0.Q[24] / 0.46
## per-stage QoR
| stage | utilization (%) | setup WS [ns] | hold slack [ns] | area, um2 | power (mW) |
|---|---|---|---|---|---|
| floorplan | - | 3.29 | 0.434 | 4010 | 1.01 |
| global placement | 54.7 | 2.39 | 0.455 | 4230 | 1.16 |
| detailed placement | 54.7 | 2.38 | 0.457 | 4230 | 1.16 |
| CTS | 57.5 | 2.29 | 0.472 | 4440 | 1.60 |
| global route | 57.5 | 2.12 | 0.475 | 4440 | 1.70 |
| finish | 57.5 | 2.32 | 0.463 | 4440 | 1.58 |
## Yosys cell counts, drive strengths merged, types with 2 or more instances
library cell and instances:
nand2 42, or2 3, nand3 21, nor4 4
nor3 13, ha 9, nand4 22, buf 2
a31oi 3, dfrtp 85, mux2 3, mux2i 6
and4 6, nor2 34, a21oi 2, o21ai 2
inv 12, or3 2, xnor2 52, clkbuf 4
xor2 29, and3 8
## cell usage in the layout (no fill, tap or decap), types with 2 or more instances in the layout
master and count:
sky130_fd_sc_hd__dfrtp_1 85, sky130_fd_sc_hd__xnor2_1 52, sky130_fd_sc_hd__nand2_1 42, sky130_fd_sc_hd__nor2_1 34, sky130_fd_sc_hd__xor2_1 29, sky130_fd_sc_hd__nand4_1 22, sky130_fd_sc_hd__nand3_1 20, sky130_fd_sc_hd__inv_1 12
sky130_fd_sc_hd__nor3_1 12, sky130_fd_sc_hd__clkbuf_8 12, sky130_fd_sc_hd__clkdlybuf4s50_1 10, sky130_fd_sc_hd__ha_1 9, sky130_fd_sc_hd__and3_1 8, sky130_fd_sc_hd__mux2i_1 6, sky130_fd_sc_hd__and4_1 6, sky130_fd_sc_hd__mux2_2 3
sky130_fd_sc_hd__or2_2 3, sky130_fd_sc_hd__nor4_1 3, sky130_fd_sc_hd__a31oi_1 3, sky130_fd_sc_hd__a21oi_1 2, sky130_fd_sc_hd__o21ai_0 2, sky130_fd_sc_hd__or3_1 2, sky130_fd_sc_hd__buf_4 2
## cell families (layout without fill, tap and decap cells)
kind of cell | after synthesis | count (layout) | synth area share [%]
XOR/XNOR | 81 | 81 | 17.7
multiplexers | 10 | 10 | 2.90
flip-flops | 85 | 85 | 53.0
AND/OR/NAND/NOR | 161 | 161 | 20.4
buffers and inverters | 18 | 40 | 1.72
AND-OR/OR-AND | 9 | 9 | 1.43
adder cells (fa/ha/maj) | 9 | 9 | 2.81
## sequential cells by signal, summed over array words and instances (netlist names)
name,flops
c2.Q,28
c1.Q,27
c0.Q,26
c3.Q,4
## power by group through the flow
stage	Sequential [mW]	Combinational, mW	Clock, mW
CTS	0.794	0.359	0.450
global route	0.813	0.411	0.471
finish	0.795	0.352	0.436
## metal layers
metal | global-route usage, % | vias up | share of wire [%]
met2 | 25.1 | 27 | 42
met5 | 0 | - | 0
met3 | 3.32 | 5 | 2.8
met1 | 30.3 | 1224 | 54
met4 | 1.72 | 0 | 1.2
li1 | - | 1296 | -
Power figures rest on the tool's default switching activity, not on a simulated workload.
