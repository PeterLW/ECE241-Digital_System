==> design.v <==
module vga_address_translator(x, y, mem_address);
	parameter RESOLUTION = "320x240";
	input [((RESOLUTION == "320x240") ? (8) : (7)):0] x; 
	input [((RESOLUTION == "320x240") ? (7) : (6)):0] y;	
	output reg [((RESOLUTION == "320x240") ? (16) : (14)):0] mem_address;
	wire [16:0] res_320x240 = ({1'b0, y, 8'd0} + {1'b0, y, 6'd0} + {1'b0, x});
	wire [15:0] res_160x120 = ({1'b0, y, 7'd0} + {1'b0, y, 5'd0} + {1'b0, x});
	always @(*)
	begin
		if (RESOLUTION == "320x240")
			mem_address = res_320x240;
		else
			mem_address = res_160x120[14:0];
	end
endmodule
module vga_controller(	vga_clock, resetn, pixel_colour, memory_address, 
		VGA_R, VGA_G, VGA_B,
		VGA_HS, VGA_VS, VGA_BLANK,
		VGA_SYNC, VGA_CLK);
	parameter BITS_PER_COLOUR_CHANNEL = 1;
	parameter MONOCHROME = "FALSE";
	parameter RESOLUTION = "320x240";
	parameter USING_DE1 = "FALSE";
	parameter C_VERT_NUM_PIXELS  = 11'd480;
	parameter C_VERT_SYNC_START  = 11'd493;
	parameter C_VERT_SYNC_END    = 11'd494;  
	parameter C_VERT_TOTAL_COUNT = 11'd525;
	parameter C_HORZ_NUM_PIXELS  = 11'd640;
	parameter C_HORZ_SYNC_START  = 11'd659;
	parameter C_HORZ_SYNC_END    = 11'd754;  
	parameter C_HORZ_TOTAL_COUNT = 11'd800;	
	input vga_clock, resetn;
	input [((MONOCHROME == "TRUE") ? (0) : (BITS_PER_COLOUR_CHANNEL*3-1)):0] pixel_colour;
	output [((RESOLUTION == "320x240") ? (16) : (14)):0] memory_address;
	output reg [9:0] VGA_R;
	output reg [9:0] VGA_G;
	output reg [9:0] VGA_B;
	output reg VGA_HS;
	output reg VGA_VS;
	output reg VGA_BLANK;
	output VGA_SYNC, VGA_CLK;
	reg VGA_HS1;
	reg VGA_VS1;
	reg VGA_BLANK1; 
	reg [9:0] xCounter, yCounter;
	wire xCounter_clear;
	wire yCounter_clear;
	wire vcc;
	reg [((RESOLUTION == "320x240") ? (8) : (7)):0] x; 
	reg [((RESOLUTION == "320x240") ? (7) : (6)):0] y;	
	assign vcc =1'b1;
	always @(posedge vga_clock or negedge resetn)
	begin
		if (!resetn)
			xCounter <= 10'd0;
		else if (xCounter_clear)
			xCounter <= 10'd0;
		else
		begin
			xCounter <= xCounter + 1'b1;
		end
	end
	assign xCounter_clear = (xCounter == (C_HORZ_TOTAL_COUNT-1));
	always @(posedge vga_clock or negedge resetn)
	begin
		if (!resetn)
			yCounter <= 10'd0;
		else if (xCounter_clear && yCounter_clear)
			yCounter <= 10'd0;
		else if (xCounter_clear)		 
			yCounter <= yCounter + 1'b1;
	end
	assign yCounter_clear = (yCounter == (C_VERT_TOTAL_COUNT-1)); 
	always @(*)
	begin
		if (RESOLUTION == "320x240")
		begin
			x = xCounter[9:1];
			y = yCounter[8:1];
		end
		else
		begin
			x = xCounter[9:2];
			y = yCounter[8:2];
		end
	end
	vga_address_translator controller_translator(
					.x(x), .y(y), .mem_address(memory_address) );
		defparam controller_translator.RESOLUTION = RESOLUTION;
	always @(posedge vga_clock)
	begin
		if (USING_DE1 == "TRUE")
			VGA_HS1 <= ~((xCounter >= C_HORZ_SYNC_START-2) && (xCounter <= C_HORZ_SYNC_END-2));
		else
			VGA_HS1 <= ~((xCounter >= C_HORZ_SYNC_START) && (xCounter <= C_HORZ_SYNC_END));
		VGA_VS1 <= ~((yCounter >= C_VERT_SYNC_START) && (yCounter <= C_VERT_SYNC_END));
		VGA_BLANK1 <= ((xCounter < C_HORZ_NUM_PIXELS) && (yCounter < C_VERT_NUM_PIXELS));	
		VGA_HS <= VGA_HS1;
		VGA_VS <= VGA_VS1;
		VGA_BLANK <= VGA_BLANK1;	
	end
	assign VGA_SYNC = vcc;
	assign VGA_CLK = vga_clock;
	integer index;
	integer sub_index;
	wire on_screen;
	assign on_screen = (USING_DE1 == "TRUE") ?
							(({1'b0, xCounter} >= 2) & ({1'b0, xCounter} < C_HORZ_NUM_PIXELS+2) & ({1'b0, yCounter} < C_VERT_NUM_PIXELS)) :
							(({1'b0, xCounter} >= 0) & ({1'b0, xCounter} < C_HORZ_NUM_PIXELS+2) & ({1'b0, yCounter} < C_VERT_NUM_PIXELS));
	always @(pixel_colour or on_screen)
	begin		
		VGA_R <= 'b0;
		VGA_G <= 'b0;
		VGA_B <= 'b0;
		if (MONOCHROME == "FALSE")
		begin
			for (index = 10-BITS_PER_COLOUR_CHANNEL; index >= 0; index = index - BITS_PER_COLOUR_CHANNEL)
			begin
				for (sub_index = BITS_PER_COLOUR_CHANNEL - 1; sub_index >= 0; sub_index = sub_index - 1)
				begin
					VGA_R[sub_index+index] <= on_screen & pixel_colour[sub_index + BITS_PER_COLOUR_CHANNEL*2];
					VGA_G[sub_index+index] <= on_screen & pixel_colour[sub_index + BITS_PER_COLOUR_CHANNEL];
					VGA_B[sub_index+index] <= on_screen & pixel_colour[sub_index];
				end
			end	
		end
		else
		begin
			for (index = 0; index < 10; index = index + 1)
			begin
				VGA_R[index] <= on_screen & pixel_colour[0:0];
				VGA_G[index] <= on_screen & pixel_colour[0:0];
				VGA_B[index] <= on_screen & pixel_colour[0:0];
			end	
		end
	end
endmodule
==> run.sh <==
#!/bin/bash
# OpenROAD 26Q1-2900-gdf79404cd8, Yosys 0.63+post, stock flow scripts
make -C /OpenROAD-flow-scripts/flow DESIGN_CONFIG=/design/flow/config.mk WORK_HOME=/design/flow/orfs finish
==> config.mk <==
export PLATFORM = sky130hd
export DESIGN_NAME = vga_controller
export DESIGN_NICKNAME = vga_controller
export VERILOG_FILES = /design/flow/design.v
export SDC_FILE = /design/flow/constraint.sdc
export NUM_CORES = 4
export LEC_CHECK = 1
export CORE_UTILIZATION = 40
==> constraint.sdc <==
current_design vga_controller

set clk_period 4.6
set clk_io_pct 0.2

create_clock -name clk0 -period $clk_period [get_ports {vga_clock}]

set non_clock_inputs [all_inputs -no_clocks]
set_input_delay [expr $clk_period * $clk_io_pct] -clock clk0 $non_clock_inputs
set_output_delay [expr $clk_period * $clk_io_pct] -clock clk0 [all_outputs]
==> Changelog: implementation <==
### Implementation results

* Outcome: finished, final reports clean
* Fillers at 465
* Predominant post-synthesis flop cell: dfrtp_1
* Initial antenna violation count at 0
* Peak VDD IR at 0.0002019 V
* Placed cells at 301
* IO Count at 57
* Reg power frac at 46.2%
* Critical R2R Launch: xCounter[1]
* Latency at later pin at 0.38 ns
* Net load switching power at 93.78 uW
* Leak Pwr at 0.001130 uW
* Vias per Instance at 4.737
* Minimum clock period at 4.234 ns
* F_max at 0.2362 GHz
* Die area at 0.005330 mm^2
* Core area at 0.004786 mm^2
* Total Routing Usage GR at 14.11%
* Clock skew at 0.005946 ns
* Row cnt at 25
* Cell Type Count at 44
* Final Max Slew Viols at 0
* Die Span Y at 73.01 um
* Fin. Hold Viols at 0
* FFs w/ async S/R, synth at 76.92%
* Ys cells at 217
* Clock Power Share at 47.2%
* Placer Congestion at 0.8355
* Largest area contributor in the netlist: dfrtp_1
* Port bufs at 55
* Post-CTS setup buffers at 0
* Number of instances on the worst hold path at 0
* CP cell instances: inv_1, fa_1, inv_1, fa_1, a21o_1, o2bb2ai_1, o41ai_1, xnor2_1, clkdlybuf4s50_1
* Unrepaired setup endpoints after global routing: false
* Reg-to-reg endpoint: yCounter[3]
* Synthesized registers at 26
* Area after DPL at 0.002380 mm^2
* Die X at 73.01 um
* Share of the synthesized area in the top cell type at 24.81%
* CP required at 3.68 ns
* # DRC at 0
* Design area at 0.002476 mm^2
* WL final at 3668 um
* Setup TNS at 0 ns
* PostCTS Resize Cnt at 0
* CP max FO at 6
* Max cap viols at 0
* Pin count of the biggest net entering global routing at 21
* Post-Syn Instances at 217
* Clock transition at path regs at 0.09 ns
* Slowest CP cell: fa_1
* Hold crit path type: reg -> reg
* GRT Residual Overflow at 0
* CTS tree: done
* Setup Viol. Count Final at 0
* Arrival time of the worst setup path at 3.31 ns
* Pre-Repair DR Iteration Count at 4
* Post-synthesis cell area at 0.002017 mm^2
* Share of post-route cells with drive strength above 1 at 5.809%
* Crit end category: output port
* Cts hold-fix bufs at 0
* Worst Setup Start Kind: flip-flop
* Worst setup endpoint: memory_address[15]
* FP Util at 42.14%
* First-pass GRT wire length at 5837 um
* Syn avg cell area at 9.295 um^2
* Sw Ratio at 19.05%
* Fin crit share at 92.04%
* Power per cell area at 198.8 mW/mm^2
* Combinational power share at 6.6%
* Reg2reg setup slack at 2.61 ns
* Worst slew pin tran at 0.8751 ns
* Layout Cells excl Fill at 308
* Vias at 1,459
* Crit Path Category: reg -> out
* Iteration-0 DRC Markers at 73
* Crit path launch: yCounter[1]
* R2R depth at 5
* Tool warnings at 31
* Slew HR at 41.53%
* Largest cells by area: dfrtp_1 (25%), ha_1 (14%), buf_4 (13%)
* Yosys warning tally at 2
* Antenna cells at 0
* Antenna Nets Post-Route at 0
* Part of the Yosys area used for sequential elements at 30.77%
* DP Wirelength at 2759 um
* DR WL/cell at 11.91 um
* Area reported by Yosys stat at 0.002017 mm^2
* EDFF count, synth at 0
* Number of global-route vias before repair at 1,238
* Internal Power at 398.5 uW
* Synthesis-to-finish area growth at 22.77%
* Crit-path max cell delay at 0.55 ns
## metrics by stage
stage	power [uW]	hold WS, ns	util (%)	setup WS (ns)
3_3_place_gp	279.9	0.3119	49.73	0.8267
4_1_cts	499.0	0.3390	51.74	0.3361
3_5_place_dp	279.8	0.3165	49.73	0.7496
6_report	492.3	0.3362	51.74	0.3662
2_1_floorplan	260.4	0.3096	-	1.282
5_1_grt	512.5	0.3449	51.74	0.2215
## registers in the layout, indices dropped and copies added (netlist names)
name,count
VGA_BLANK,1
VGA_HS1,1
xCounter,10
yCounter,10
VGA_VS,1
VGA_VS1,1
VGA_BLANK1,1
VGA_HS,1
## critical path: cells and delay by family (launching register included)
kind	cells	cell delay, ns
AOI/OAI and AO/OA	3	0.67
buffers and inverters	3	0.68
adders and majority gates	2	1.01
xor gates and xnor gates	1	0.16
DFF	1	0.43
## power groups by stage
stage	registers, uW	logic [uW]	clock network (uW)
CTS	228	33.6	238
global route	228	36.8	248
finish	228	32.6	232
## routing by layer
layer / wire length (um) / GRT usage (%) / share of wire, % / vias to the layer above
met1: 1997 / 25.39 / 54 / 640
met5: 0 / 0 / 0 / -
met3: 178 / 1.681 / 4.9 / 3
met4: 38 / 2.614 / 1.0 / 0
li1: - / - / - / 773
met2: 1453 / 18.21 / 40 / 43
## layout by cell type (no fill, tap or decap), types with 2 or more instances in the layout
cell and count:
a21o_1 2, a21oi_1 9, a31oi_1 2, and2_1 3, and3_1 3, and3b_1 2
and4_1 2, buf_4 2, clkbuf_8 7, clkdlybuf4s50_1 55, dfrtp_1 20, dfxtp_1 6
fa_1 2, ha_1 22, inv_1 14, mux2i_1 3, nand2_1 9, nand3_1 10
nand4_1 6, nor2_1 13, nor3_1 2, nor3b_1 3, o21a_1 2, o21ai_0 6
o41ai_1 2, or3_1 2, xnor2_1 12, xor2_1 4
## cell type report
class	count	area (um^2)	share of cell area, %
tap	67	83.83	3.386
clock buffer	8	106.4	4.295
multi-input combinational	137	1057	42.70
inverter	14	52.55	2.122
sequential	26	620.6	25.06
timing repair buffer	56	555.5	22.44
## synthesized netlist by cell type, types with 2 or more instances
cell type  instances
clkbuf_1           3
o21ai_0            6
nand3_1           10
a21oi_1            9
buf_4             36
o41ai_1            2
inv_1             14
xnor2_1           12
nor2_1            13
nor3b_1            3
and2_1             3
or3_1              2
ha_1              22
o21a_1             2
dfrtp_1           20
and3b_1            2
fa_1               2
a21o_1             2
dfxtp_1            6
nor3_1             2
nand4_1            6
and3_1             3
and4_1             2
a31oi_1            2
xor2_1             4
mux2i_1            3
nand2_1            9
## worst min path at each step
stage / from / end
finish: VGA_VS1 / VGA_VS
global route: VGA_VS1 / VGA_VS
CTS: VGA_VS1 / VGA_VS
## cells by family after synthesis
family          Yosys count  share of synthesized area [%]
buf+inv                  54                          16.81
simple gates             62                          17.81
compound gates           30                          9.802
fa+ha+maj                24                          15.63
mux                       4                          2.047
xor+xnor                 16                          6.948
flops                    26                          30.77
other cells               1                         0.1859
Power and IR drop assume default switching activity.
